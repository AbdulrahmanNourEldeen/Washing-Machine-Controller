==> flow/design.v <==
module controller (
   input wire        clk,
   input wire  [1:0] clk_freq,
   input wire        rst_n,
   input wire coin_in,
   input wire double_wash,
   input wire timer_pause,
   output reg wash_done
);
reg       start_count;               
reg [3:0] count_amount;              
reg       count_done;                
reg [2:0] current_state, next_state;
localparam IDLE           = 3'b000,   
           Filling_water  = 3'b001,
           Washing        = 3'b011, 
           Rinsing        = 3'b010, 
           Spinning       = 3'b110;
always @(posedge clk or negedge rst_n) 
   begin
      if(!rst_n)
         current_state <= IDLE;
      else
         current_state <= next_state;
   end
reg   second_wash;                                    
reg   second_wash_reg;
always @(posedge clk or negedge rst_n)                
   begin
      if(!rst_n)
         second_wash_reg <= 1'b0;
      else
         second_wash_reg <= second_wash;
   end
always @(*) 
   begin
     second_wash = 1'b0;                               
      case(current_state)
         IDLE:
            begin
               if(!coin_in)
                  next_state = IDLE;                    
               else
                  next_state = Filling_water;           
            end
         Filling_water:
            begin
               second_wash = double_wash;               
               if(count_done)                           
                  begin                                 
                     next_state = Washing;
                  end
               else
                  next_state = Filling_water;          
            end
         Washing:
            begin
               second_wash = second_wash_reg;          
               if(count_done)
                  begin
                     next_state = Rinsing;             
                  end
               else
                  next_state = Washing;
            end
         Rinsing:
            begin               
               if(count_done)
                  begin
                     if(second_wash_reg)                 
                        begin                            
                           next_state = Washing;         
                        end
                     else
                        next_state = Spinning;          
                  end                                   
               else
                  begin
                     next_state = Rinsing;
                     second_wash = second_wash_reg;     
                  end                                   
            end                                         
         Spinning:
            begin
               if(count_done)                   
                  next_state = IDLE;
               else 
                  next_state = Spinning;
            end
      default:
         next_state = IDLE;
      endcase
   end
always @(*) 
   begin
      case(current_state)
         IDLE:
            begin
               start_count  = 1'b0;               
               count_amount = 4'b0000;            
               wash_done    = 1'b1;               
            end
         Filling_water:
            begin
               case (clk_freq)
               2'b00:
                  begin
                     start_count  = 1'b1;       
                     count_amount = 4'b0001;    
                     wash_done    = 1'b0;       
                  end
               2'b01:
                  begin
                     start_count  = 1'b1;
                     count_amount = 4'b0110;
                     wash_done    = 1'b0;
                  end
               2'b10:
                  begin
                     start_count  = 1'b1;
                     count_amount = 4'b0101;
                     wash_done    = 1'b0;
                  end
               2'b11:
                  begin
                     start_count  = 1'b1;
                     count_amount = 4'b1101;
                     wash_done    = 1'b0;
                  end
               endcase
            end
         Washing:
            begin
               case (clk_freq)
               2'b00:
                  begin
                     start_count  = 1'b1;          
                     count_amount = 4'b0011;
                     wash_done    = 1'b0;
                  end
               2'b01:
                  begin
                     start_count  = 1'b1;
                     count_amount = 4'b0100;
                     wash_done    = 1'b0;
                  end
               2'b10:
                  begin
                     start_count  = 1'b1;
                     count_amount = 4'b1110;
                     wash_done    = 1'b0;
                  end  
               2'b11:
                  begin
                     start_count  = 1'b1;
                     count_amount = 4'b1100;
                     wash_done    = 1'b0;
                  end
               endcase
            end
         Rinsing:
            begin
               case (clk_freq)
               2'b00:
                  begin
                     start_count  = 1'b1;
                     count_amount = 4'b0001;
                     wash_done    = 1'b0;
                  end
               2'b01:
                  begin
                     start_count  = 1'b1;
                     count_amount = 4'b0110;
                     wash_done    = 1'b0;
                  end
               2'b10:
                  begin
                     start_count  = 1'b1;
                     count_amount = 4'b0101;
                     wash_done    = 1'b0;
                  end
               2'b11:
                  begin
                     start_count  = 1'b1;
                     count_amount = 4'b1101;
                     wash_done    = 1'b0;
                  end
               endcase
            end
         Spinning:
            begin
               case (clk_freq)
               2'b00:
                  begin
                     if(timer_pause)                 
                        start_count  = 1'b0;
                     else
                        start_count  = 1'b1;
                     count_amount = 4'b0010;
                     wash_done    = 1'b0;   
                  end
               2'b01:
                  begin
                     if(timer_pause)
                        start_count  = 1'b0;
                     else
                        start_count  = 1'b1;
                     count_amount = 4'b0001;
                     wash_done    = 1'b0;  
                  end
               2'b10:
                  begin
                     if(timer_pause)
                        start_count  = 1'b0;
                     else
                        start_count  = 1'b1;
                     count_amount = 4'b0110;
                     wash_done    = 1'b0;  
                  end
               2'b11:
                  begin
                     if(timer_pause)
                        start_count  = 1'b0;
                     else
                        start_count  = 1'b1;
                     count_amount = 4'b0101;
                     wash_done    = 1'b0;  
                  end
               endcase
            end
      default:
            begin
               start_count  = 1'b0;
               count_amount = 4'b0000;
               wash_done    = 1'b0;   
            end
      endcase
   end
reg [31:0] count;       
reg [31:0] count_comb; 
always @(posedge clk or negedge rst_n) 
   begin
      if(!rst_n)
         count <= 32'b0;
      else if(count_done)
         count <= 32'b0;
      else
         count <= count_comb;
   end
always @(*) 
   begin
      if(start_count)  
         count_comb = count + 32'b1;
      else
         count_comb = count;
   end
always @(*) 
   begin
      count_done = 1'b0;
      case(count_amount)
         4'b0001:  
            count_done = (count == 32'd120000000-1);        
         4'b0011:                                           
            count_done = (count == 32'd300000000-1);        
         4'b0010:
            count_done = (count == 32'd60000000-1);         
         4'b0110:
            count_done = (count == 32'd240000000-1);        
         4'b0100:
            count_done = (count == 32'd600000000-1);        
         4'b0101:
            count_done = (count == 32'd480000000-1);        
         4'b1101:
            count_done = (count == 32'd960000000-1);        
         4'b1100:
            count_done = (count == 32'd2400000000-1);       
         4'b1110:
            count_done = (count == 32'd1200000000-1);       
         default:
            count_done = 1'b0;
      endcase
   end
endmodule
==> flow/run.sh <==
#!/bin/bash
# OpenROAD 26Q1-2900-gdf79404cd8, Yosys 0.63+post, stock flow scripts
make -C /OpenROAD-flow-scripts/flow DESIGN_CONFIG=/design/flow/config.mk WORK_HOME=/design/flow/orfs finish
==> flow/config.mk <==
export PLATFORM = sky130hd
export DESIGN_NAME = controller
export DESIGN_NICKNAME = controller
export VERILOG_FILES = /design/flow/design.v
export SDC_FILE = /design/flow/constraint.sdc
export NUM_CORES = 4
export LEC_CHECK = 1
export CORE_UTILIZATION = 50
==> flow/constraint.sdc <==
current_design controller

set clk_period 10.7
set clk_io_pct 0.2

create_clock -name clk0 -period $clk_period [get_ports {clk}]

set non_clock_inputs [all_inputs -no_clocks]
set_input_delay [expr $clk_period * $clk_io_pct] -clock clk0 $non_clock_inputs
set_output_delay [expr $clk_period * $clk_io_pct] -clock clk0 [all_outputs]
==> reports/results.txt <==
Clk ins delay skew pair: 0.28 ns
Syn avg cell area: 7.97 sq um
Total grt overflow: 0
Ports: 8
Worst Hold Class: reg2reg
Most used cell, CP: buf_4
Max reg flops: 32
Slew Limit Fails: 0
Register share after synthesis: 30.9%
WP data arrival: 5.50 ns
Setup bufs post-CTS: 0
DRT Wirelength: 8290 microns
Yosys chip area: 3080 sq um
PwrDens: 84.9 nW/um^2
Endpoint, Worst Hold: current_state[3]
CTS root buffer: clkbuf_8
Critical path startpoint category: input pin
Share of cells above drive strength 1: 7.67%
Slowest-stage cell, CP: or4b_1
HP Start: current_state[0]
Largest net degree at the start of global routing: 39
Initial DRC count: 457
Max-slew headroom: 50.3%
Top cell area share: 30.0%
Post-synthesis cell count from yosys: 387
CTS Buf Count: 5
Fmax: 188 MHz
Ant. Diodes: 0
Crit-path cells: clkdlybuf4s50_1 -> buf_4 -> nor3b_1 -> o211a_1 -> nor3_1 -> o22a_1 -> or4b_1 -> nor4_2 -> and3b_1 -> buf_4 -> mux2_1
R2R depth: 9
Cell variety after synth: 68
Post-CTS sizing: 0
Count leader, synth: nor2_1
DR top layer: met4
Worst Path Required: 10.87 ns
Critical setup path kind: in2reg
Core ar.: 5920 sq um
Area taken by multi-input logic gates: 1930 sq um
Number of H-tree levels: 2
Die width: 80.5 microns
DP HPWL: 5820 microns
Met1 WL: 3820 microns
Maxcap violations: 0
Crit Path Max Fanout: 37
Setup-failing EPs final: 0
Post-CTS Hold Buffers: 0
Status: finished clean
DRC: 0
Skew final: 0.00199 ns
Routed wire per std cell: 18.3 microns
Die Size: 6480 sq um
FP Util: 52.1%
Layout area overhead: 4.18%
Hold slack: 0.544 ns
Via density: 6.27
Crit. Startpoint: clk_freq[1]
Max incr delay on CP: 0.53 ns
Ys flop type: dfrtp_1
Asr flop ratio synth: 100%
RSZ-0062 raised after global routing: false
Synth warn: 1
Period utilization: 49.8%
Drt first pass iters: 5
DRT antenna net count: 0
Number of synthesized flops with an enable pin: 0
Leading area contributor after synthesis: dfrtp_1
Biggest area cells: dfrtp_1 30%, nor2_1 6.7%, xnor2_1 5.4%, xor2_1 4.8%, nand2_1 4.1%
Pleak: 1.27 nW
Die height: 80.5 microns
Fill cells: 553
Log Warnings: 25
Number of global-route vias before repair: 2596
Clock sink total: 38
CP endpoint kind: flop
Hold Crit Depth: 2
Via Count: 2839
R2R Path Start: current_state[3]
WL met3: 706 microns
Post-Syn Instances: 387
Initial antenna violation count: 0
Final hold vios: 0
VDD IR max: 0.0528 mV
Cell Rows: 28
Clock buffer depth: 2
Met2 WL: 3530 microns
Reg area: 952 sq um
Port bufs: 7
Mapped cell area: 3080 sq um
Reg clk slew, reported paths: 0.07 ns
Routability Congestion: 1.00
Ys flops: 38
Post-route minimum period: 5.33 ns
TritonCTS clock tree: yes
Top cells by count, synth: 55 x nor2_1, 37 x dfrtp_1, 34 x nand2_1, 19 x xnor2_1, 18 x o21ai_0
First-pass GRT wire length: 13800 microns
Slew @ Worst Pin: 0.745 ns
Total track usage: 29.0%
Reg2Reg Setup Slack: 6.95 ns
Final setup TNS: 0 ns
-- where the power goes --
| part | internal, mW | total [mW] | switching (mW) |
|---|---|---|---|
| Sequential | 0.144 | 0.144 | 0 |
| Combinational | 0.0108 | 0.0287 | 0.0179 |
| Clock | 0.0525 | 0.100 | 0.0477 |
| Total | 0.207 | 0.273 | 0.0656 |
-- kinds of logic after synthesis --
kind of cell,count (synthesis),synth area share (%)
flip-flops,38,30.9
buffers and inverters,40,6.57
multiplexers,6,2.07
XOR/XNOR,36,10.2
adder cells (fa/ha/maj),2,0.730
AND-OR/OR-AND,85,20.3
AND/OR/NAND/NOR,180,29.2
-- per-stage QoR --
| stage | std cells | power, mW | cell area, sq um | util [%] | setup slack (ns) |
|---|---|---|---|---|---|
| floorplan | 387 | 0.165 | 3080 | - | 6.13 |
| global placement | 445 | 0.175 | 3120 | 52.7 | 5.13 |
| detailed placement | 445 | 0.175 | 3120 | 52.7 | 5.10 |
| CTS | 453 | 0.277 | 3210 | 54.2 | 5.41 |
| global route | 453 | 0.286 | 3210 | 54.2 | 5.13 |
| finish | 453 | 0.273 | 3210 | 54.2 | 5.37 |
-- area by class of cell --
type | instances | area share [%]
Multi-Input combinational cell | 309 | 60.0
Inverter | 10 | 1.17
Tap cell | 75 | 2.92
Timing Repair Buffer | 13 | 3.43
Clock buffer | 8 | 2.80
Sequential cell | 38 | 29.6
-- cell usage in the layout (no fill, tap or decap), types with 2 or more instances in the layout --
| cell | instances |
|---|---|
| nand2b_1 | 6 |
| clkbuf_1 | 2 |
| a221oi_1 | 2 |
| and4_1 | 2 |
| or4_1 | 2 |
| nor2_1 | 55 |
| mux2i_1 | 3 |
| o21ai_0 | 18 |
| xor2_1 | 17 |
| buf_4 | 6 |
| o31ai_1 | 4 |
| dfrtp_1 | 37 |
| nor4_1 | 4 |
| o211a_1 | 2 |
| nand3_1 | 16 |
| o21ai_1 | 2 |
| nand2_1 | 34 |
| and2_1 | 5 |
| a21o_1 | 2 |
| mux2_2 | 2 |
| clkdlybuf4s50_1 | 6 |
| nor3_1 | 17 |
| a32oi_1 | 3 |
| a31oi_1 | 5 |
| and3b_1 | 3 |
| xnor2_1 | 19 |
| nor3b_1 | 5 |
| o221ai_1 | 2 |
| or2_2 | 4 |
| o21ba_2 | 2 |
| a21oi_1 | 16 |
| or3_1 | 2 |
| nand4_1 | 10 |
| o211ai_1 | 3 |
| a211oi_1 | 5 |
| nor2b_1 | 5 |
| and3_1 | 5 |
| clkbuf_8 | 6 |
| inv_1 | 10 |
-- how the worst max path moves through the flow --
stage                  end  slack (ns)
after CTS             flop        5.41
final                 flop        5.37
after global routing  flop        5.13
-- critical path, delay by kind of cell --
kind,cells,cell delay [ns]
simple gates,5,1.42
compound gates,2,0.41
mux,1,0.36
buf+inv,3,1.14
-- per-layer routing --
| metal | track usage [%] | vias up |
|---|---|---|
| met4 | 8.39 | 0 |
| li1 | - | 1358 |
| met3 | 3.34 | 22 |
| met5 | 0 | - |
| met2 | 40.8 | 154 |
| met1 | 47.8 | 1305 |
Power figures rest on the tool's default switching activity, not on a simulated workload.
